==> /design/flow/design.v <==
module A_Register(
	input [7:0] ACC_IN,
	input			_EN_ACC_IN,	
	input			_EN_ACC_OUT,	
	input			CLOCK,
	input			RESET,
	output 	reg 	[7:0]		ACC_OUT,
	output 			[7:0]		ACC_OUT_ULA
);
	reg [7:0] Mem;
	always @(posedge CLOCK) begin
		if (RESET)
			Mem = 8'h00;
		else if (~_EN_ACC_IN)
			Mem = ACC_IN;
	end
	assign ACC_OUT_ULA = Mem;
	always @(*) begin
		if (_EN_ACC_OUT)
			ACC_OUT[7:0] = 4'hZZ;
		else
			ACC_OUT[7:0] = Mem[7:0];
	end 
endmodule
module B_Register(
	input [7:0] BR_IN,
	input			_EN_BR_IN,	
	input			CLOCK,
	input			RESET,
	output reg [7:0]	BR_OUT
);
	always @(posedge CLOCK) begin
		if (RESET)
			BR_OUT = 8'h00;
		else if (~_EN_BR_IN)
			BR_OUT = BR_IN;
	end
endmodule
module Control(
	input CLOCK_AUTO,
	input HLT_IN,
	input BTN_RESET,
	input [3:0] CTRL_IN,
	output CLOCK,
	output RESET,
	output _RESET,
	output HLT,
	output PC_INC,
	output JMP,
	output PC_OUT,
	output MAR_IN,
	output RAM_IN,
	output RAM_OUT,
	output IR_IN,
	output IR_OUT,
	output ACC_OUT,
	output ACC_IN,
	output SUB,
	output AL_1,
	output AL_0,
	output ALU_OUT,
	output NOT,
	output BR_IN,
	output OPR_IN
);
	assign CLOCK = (CLOCK_AUTO & ~HLT_IN);
	assign RESET = BTN_RESET;
	assign _RESET = ~BTN_RESET;
	wire _CYCLE_RST;
	assign _CYCLE_RST = ~BTN_RESET;
	reg [2:0] 	counter; 
	wire [17:0]	EEPROM_OUT;
	always @(negedge CLOCK) begin
		if (~_CYCLE_RST || counter == 4)
			counter = 0;
		else
			counter = counter + 1;
	end
	wire [6:0] Address;
	assign Address[6:3] = CTRL_IN;
	assign Address[2:0] = counter;
	EEPROM inst (Address, EEPROM_OUT);
	assign HLT = EEPROM_OUT[17];
	assign PC_INC = EEPROM_OUT[16];
	assign JMP = EEPROM_OUT[15];
	assign PC_OUT = EEPROM_OUT[14];
	assign MAR_IN = EEPROM_OUT[13];
	assign RAM_IN = EEPROM_OUT[12];
	assign RAM_OUT = EEPROM_OUT[11];
	assign IR_IN = EEPROM_OUT[10];
	assign IR_OUT = EEPROM_OUT[9];
	assign ACC_OUT = EEPROM_OUT[8];
	assign ACC_IN = EEPROM_OUT[7];
	assign SUB = EEPROM_OUT[6];
	assign AL_1 = EEPROM_OUT[5];
	assign AL_0 = EEPROM_OUT[4];
	assign ALU_OUT = EEPROM_OUT[3];
	assign NOT = EEPROM_OUT[2];
	assign BR_IN = EEPROM_OUT[1];
	assign OPR_IN = EEPROM_OUT[0];
endmodule
module EEPROM(
	input	[6:0] Address,	
	output reg [17:0]	EEPROM_OUT
);
	always @(*) begin
		casex (Address)
			7'bxxxx000: EEPROM_OUT = 18'b000110000000000000;
			7'bxxxx001: EEPROM_OUT = 18'b010000110000000000;
			7'b0000010: EEPROM_OUT = 18'b000000000000000000;
			7'b0000011: EEPROM_OUT = 18'b000000000000000000;
			7'b0000100: EEPROM_OUT = 18'b000000000000000000;
			7'b0001010: EEPROM_OUT = 18'b000010001000000000;
			7'b0001011: EEPROM_OUT = 18'b000000100010000000;
			7'b0001100: EEPROM_OUT = 18'b000000000000000000;
			7'b0010010: EEPROM_OUT = 18'b000000001010000000;
			7'b0010011: EEPROM_OUT = 18'b000000000000000000;
			7'b0010100: EEPROM_OUT = 18'b000000000000000000;
			7'b0011010: EEPROM_OUT = 18'b000010001000000000;
			7'b0011011: EEPROM_OUT = 18'b000001000100000000;
			7'b0011100: EEPROM_OUT = 18'b000000000000000000;
			7'b0100010: EEPROM_OUT = 18'b000010001000000000;
			7'b0100011: EEPROM_OUT = 18'b000000100000000010;
			7'b0100100: EEPROM_OUT = 18'b000000000010001000;
			7'b0101010: EEPROM_OUT = 18'b000010001000000000;
			7'b0101011: EEPROM_OUT = 18'b000000100000000010;
			7'b0101100: EEPROM_OUT = 18'b000000000011001000;
			7'b0110010: EEPROM_OUT = 18'b000010001000000000;
			7'b0110011: EEPROM_OUT = 18'b000000100000000010;
			7'b0110100: EEPROM_OUT = 18'b000000000010011000;
			7'b0111010: EEPROM_OUT = 18'b000010001000000000;
			7'b0111011: EEPROM_OUT = 18'b000000100000000010;
			7'b0111100: EEPROM_OUT = 18'b000000000010101000;
			7'b1000010: EEPROM_OUT = 18'b000010001000000000;
			7'b1000011: EEPROM_OUT = 18'b000000100000000010;
			7'b1000100: EEPROM_OUT = 18'b000000000010111000;
			7'b1001010: EEPROM_OUT = 18'b000000000010111100;
			7'b1001011: EEPROM_OUT = 18'b000000000000000000;
			7'b1001100: EEPROM_OUT = 18'b000000000000000000;
			7'b1010010: EEPROM_OUT = 18'b001000001000000000;
			7'b1010011: EEPROM_OUT = 18'b000000000000000000;
			7'b1010100: EEPROM_OUT = 18'b000000000000000000;
			7'b1011010: EEPROM_OUT = 18'bxxxxxxxxxxxxxxxxxx;
			7'b1011011: EEPROM_OUT = 18'bxxxxxxxxxxxxxxxxxx;
			7'b1011100: EEPROM_OUT = 18'bxxxxxxxxxxxxxxxxxx;
			7'b1100010: EEPROM_OUT = 18'bxxxxxxxxxxxxxxxxxx;
			7'b1100011: EEPROM_OUT = 18'bxxxxxxxxxxxxxxxxxx;
			7'b1100100: EEPROM_OUT = 18'bxxxxxxxxxxxxxxxxxx;
			7'b1101010: EEPROM_OUT = 18'bxxxxxxxxxxxxxxxxxx;
			7'b1101011: EEPROM_OUT = 18'bxxxxxxxxxxxxxxxxxx;
			7'b1101100: EEPROM_OUT = 18'bxxxxxxxxxxxxxxxxxx;
			7'b1110010: EEPROM_OUT = 18'b000000000100000001;
			7'b1110011: EEPROM_OUT = 18'b000000000000000000;
			7'b1110100: EEPROM_OUT = 18'b000000000000000000;
			7'b1111010: EEPROM_OUT = 18'b100000000000000000;
			7'b1111011: EEPROM_OUT = 18'bxxxxxxxxxxxxxxxxxx;
			7'b1111100: EEPROM_OUT = 18'bxxxxxxxxxxxxxxxxxx;
			7'bxxxx101: EEPROM_OUT = 18'bxxxxxxxxxxxxxxxxxx;
			7'bxxxx110: EEPROM_OUT = 18'bxxxxxxxxxxxxxxxxxx;
			7'bxxxx111: EEPROM_OUT = 18'bxxxxxxxxxxxxxxxxxx;
		endcase
	end
endmodule
module Instruction_Register(
	input [7:0] IR_IN,
	input			_EN_IR_IN,	
	input			_EN_IR_OUT,	
	input			CLOCK,
	input			RESET,
	output reg [7:0]	IR_OUT
);
	reg [7:0] Mem;
	always @(posedge CLOCK) begin
		if (RESET)
			Mem = 8'h00;
		else if (~_EN_IR_IN)
			Mem = IR_IN;
	end
	always @(*) begin
		if (_EN_IR_OUT)
			IR_OUT[3:0] = 4'hZ;
		else
			IR_OUT[3:0] = Mem[3:0];
		IR_OUT[7:4] = Mem[7:4];
	end 
endmodule
module Memory_Address_Register(
	input [3:0] MAR_ADDR_PROG,
	input [3:0] MAR_IN,
	input 		_MAR_PROG,
	input			_EN_MAR_IN,
	input			CLOCK,
	input			RESET,
	output reg [3:0]	MAR_OUT
);
	reg [3:0] addr;
	always @(posedge CLOCK) begin
		if (RESET)
			addr = 4'b0000;
		else if (~_EN_MAR_IN)
			addr = MAR_IN;
	end
	always @(*) begin
		if(_MAR_PROG)
			MAR_OUT = addr;
		else
			MAR_OUT = MAR_ADDR_PROG;
	end
endmodule
module Output_Register(
	input [7:0] OR_IN,
	input			_EN_OR_IN,	
	input			CLOCK,
	input			RESET,
	output reg [7:0]	OR_OUT
);
	always @(posedge CLOCK) begin
		if (RESET)
			OR_OUT = 8'h00;
		else if (~_EN_OR_IN)
			OR_OUT = OR_IN;
	end
endmodule
module Program_Counter(
	input [3:0] PC_IN,
	input 		PC_INC,
	input			CLOCK,
	input			_JMP,
	input			_RESET,
	input			_EN_PC_OUT,
	output reg [3:0] 	PC_OUT
);
	reg [3:0] Count;
	always @(posedge CLOCK) begin
		if (~_JMP)
			Count = PC_IN;
		else if (~_RESET )
			Count = 0;
		else if (PC_INC)
			Count = Count + 4'b0001;
	end
	always @(*) begin
		if (~_EN_PC_OUT) 
			PC_OUT = Count;
		else
			PC_OUT = 4'hZ;
	end
endmodule
module Random_Access_Memory(
	input [7:0] RAM_IN,
	input [7:0] RAM_PROG_DATA,
	input [3:0] ADDR_IN,
	input 		_RAM_PROG,
	input			WR_PROG,
	input			EN_RAM_IN,	
	input			EN_RAM_OUT,
	input			CLOCK,
	output reg [7:0]	RAM_OUT
);
	reg [7:0] Memory [0:15];
	wire CLOCK_WR;
	assign CLOCK_WR = (CLOCK || WR_PROG);
	always @(posedge CLOCK_WR) begin
		if (_RAM_PROG & EN_RAM_IN)
			Memory[ADDR_IN] <= RAM_IN;
		else if(~_RAM_PROG & WR_PROG)
			Memory[ADDR_IN] <= RAM_PROG_DATA;
	end
	always @(*) begin
		if (EN_RAM_OUT) 
			RAM_OUT = Memory[ADDR_IN];
		else
			RAM_OUT = 8'hZZ;
	end
endmodule
module SAP_BR(
	input [3:0] MAR_ADDR_PROG,
	input [7:0] RAM_PROG_DATA,
	input			WR_PROG,
	input 		PROG,
	input			HALT,
	input			CLOCK_IN,
	input 		BTN_RESET,
	output [7:0]	OR_OUT,
	output [7:0]	A_OUT_DEBUG,
	output [7:0]	B_OUT_DEBUG,
	output [3:0]	MAR_ADDR_DEBUG,
	output [7:0] 	BUS_DEBUG,
	output CLOCK_DEBUG,
	output HLT, PC_INC, JMP, PC_OUT, MAR_IN, RAM_IN, RAM_OUT, IR_IN, IR_OUT, ACC_OUT, ACC_IN, SUB, AL_1, AL_0, ALU_OUT, NOT, BR_IN, OPR_IN
);
	wire HLT_IN;
	wire CLOCK, RESET, _RESET;
	assign CLOCK_DEBUG = CLOCK;
	wire [7:0] BUS;
	assign BUS_DEBUG = BUS;
	assign HLT_IN = (PROG || HALT || HLT);
	Control Control(CLOCK_IN, HLT_IN, BTN_RESET, CTRL_IN, CLOCK, RESET, _RESET, HLT, PC_INC, JMP, PC_OUT, MAR_IN, RAM_IN, RAM_OUT, IR_IN, IR_OUT, ACC_OUT, ACC_IN, SUB, AL_1, AL_0, ALU_OUT, NOT, BR_IN, OPR_IN);
	wire [7:0] IR_OUT_DATA;
	wire [3:0] CTRL_IN;
	assign CTRL_IN[3:0] = IR_OUT_DATA[7:4];
	assign BUS[3:0] = IR_OUT_DATA[3:0];
	Instruction_Register Instruction_Register(BUS, ~IR_IN, ~IR_OUT, CLOCK, RESET, IR_OUT_DATA);
	Program_Counter Program_Counter (BUS[3:0], PC_INC, CLOCK, ~JMP, _RESET, ~PC_OUT, BUS[3:0]);
	wire [3:0] MAR_ADDR;
	assign MAR_ADDR_DEBUG = MAR_ADDR;
	Memory_Address_Register Memory_Address_Register(MAR_ADDR_PROG, BUS[3:0], ~PROG, ~MAR_IN, CLOCK, RESET, MAR_ADDR);
	Random_Access_Memory Random_Access_Memory(BUS, RAM_PROG_DATA, MAR_ADDR, ~PROG, WR_PROG, RAM_IN, RAM_OUT, CLOCK, BUS);
	wire [7:0] ACC_OUT_ULA;
	wire [7:0] BR_OUT;
	assign A_OUT_DEBUG = ACC_OUT_ULA;
	assign B_OUT_DEBUG = BR_OUT;
	A_Register A_Register(BUS, ~ACC_IN, ~ACC_OUT, CLOCK, RESET, BUS, ACC_OUT_ULA);
	B_Register B_Register(BUS, ~BR_IN, CLOCK, RESET, BR_OUT);
	ULA ULA (ACC_OUT_ULA, BR_OUT, SUB, NOT, ALU_OUT, AL_0, AL_1, BUS);
	Output_Register Output_Register(BUS, ~OPR_IN, CLOCK, RESET, OR_OUT);
endmodule
module ULA (
    input  wire [7:0] A,
    input  wire [7:0] B,
    input  wire       Sub, 
	 input  wire       Not,	
    input  wire       ALU_out,
	 input  wire       AL0,
    input  wire       AL1, 
    output [7:0] S
);
	wire [1:0] sel = {AL1, AL0};
	reg [7:0] result;
	wire [7:0] B_modified;
	assign B_modified = Sub ? ~B : B;
	always @(*) begin
		 result = 8'bx;  
		 case (sel)
			  2'b00: begin  
					result = A + B_modified + Sub;
			  end
			  2'b01: begin  
					result = A & B;
			  end
			  2'b10: begin  
					result = A | B;
			  end
			  2'b11: begin  
					if (Not) begin 		 
						 result = ~A;
					end else begin			 
						 result = A ^ B;
					end
			  end
			  default: begin  
					result = 8'bx;
			  end
		 endcase
	end
	assign S = ALU_out ? result : 8'hZZ;
endmodule
==> /design/flow/run.sh <==
#!/bin/bash
# OpenROAD 26Q1-2900-gdf79404cd8, Yosys 0.63+post, stock flow scripts
make -C /OpenROAD-flow-scripts/flow DESIGN_CONFIG=/design/flow/config.mk WORK_HOME=/design/flow/orfs finish
==> /design/flow/config.mk <==
export PLATFORM = sky130hd
export DESIGN_NAME = SAP_BR
export DESIGN_NICKNAME = SAP_BR
export VERILOG_FILES = /design/flow/design.v
export SDC_FILE = /design/flow/constraint.sdc
export NUM_CORES = 4
export LEC_CHECK = 1
export CORE_AREA = 10 10 114 114
export DIE_AREA = 0 0 124 124
==> /design/flow/constraint.sdc <==
current_design SAP_BR

set clk_period 2.4
set clk_io_pct 0.2

create_clock -name clk0 -period $clk_period

set non_clock_inputs [all_inputs -no_clocks]
set_input_delay [expr $clk_period * $clk_io_pct] -clock clk0 $non_clock_inputs
set_output_delay [expr $clk_period * $clk_io_pct] -clock clk0 [all_outputs]
==> deck_impl_summary.md <==
Synthesis and Place & Route Summary

Floorplan
  – Die height: 124 um
  – Core ar.: 10,420 um^2
  – Fp util: 0.2115
  – I/O pins: 72
  – Chip width: 124 um
  – Row cnt: 37
  – Chip footprint: 15,380 um^2

Finish
  – Share of post-route cells with drive strength above 1: 0.1088
  – Final Cell Area: 2855 um^2
  – Cell Count, Final, Fillers Out: 430
  – Synth-to-layout area growth: 29.59%

Yosys
  – YS warnings: 39
  – Avg Inst Size Synth: 8.993 um^2
  – Distinct lib cells: 46
  – Main synth FF type: dfxtp_1
  – Synth Cell Area: 2203 um^2
  – Top area contributor share: 0.2181
  – Flip-flops with a built-in enable: 16
  – Ys flops: 35
  – Leading cell types by count after synthesis: 27 x nor2_1, 19 x dfxtp_1, 19 x nand2_1, 17 x buf_4, 16 x edfxtp_1
  – Ranking of synthesized cells by area: edfxtp_1 22%, dfxtp_1 17%, buf_4 5.8%, mux4_1 4.8%, nor2_1 4.6%
  – # Cells Yosys: 245
  – Top-count cell post-synth: nor2_1
  – Cell taking the most area after synthesis: edfxtp_1
  – Post-synth seq share: 0.3907
  – Async SR Flop Fraction: 0
  – Post-Syn Instances: 245
  – Yosys stat area: 2203 um^2

Worst setup path
  – Crit Path Class: input pin to primary output
  – Crit end category: primary output
  – WP data arrival: 1.88 ns
  – Max FO, Critical Path: 2
  – Max incr delay on CP: 0.44 ns
  – Buffers and inverters on the worst path: 3
  – Critical-path top delay cell: mux4_2
  – Critical Path Source Type: input pin
  – CP top delay family: multiplexers
  – Crit path DRT: 1.92 ns
  – Critical-path cell list: buf_6, and2_4, mux4_2, mux2_4, a211oi_4, inv_1, buf_2

Timing
  – Worst hold margin: 1.562 ns
  – Worst slew margin: 0.5769
  – Least-Margin Pin Slew: 0.6327 ns
  – Final critical-path required period: 2.355 ns
  – Highest Clock Rate: 424.5 MHz
  – Hold Vio Cnt, Final: 0
  – Register pins left without a clock: 35
  – Final setup fails: 0
  – Setup TNS: 0 ns
  – Final period utilization: 0.9815
  – RSZ-0062 raised after global routing: true
  – Endpoints left unconstrained: 84
  – Setup ws final: 0.04451 ns
  – Max-slew violations: 0

Drt
  – Vias per cell: 4.263
  – Routed Antenna Nets: 0
  – 1st-pass router iterations: 4
  – Via count: 1,833
  – Iter 0 DRT Violations: 129
  – Post-Route WL: 5736 um
  – WL/cell: 13.34 um
  – Diodes inserted: 0
  – Drt drc: 0

GRT
  – Wire length of the first global-routing pass: 9032 um
  – Remaining Overflow, GRT: 0
  – Vias in the first global route: 1,762
  – Largest net degree at the start of global routing: 19
  – Initial antenna violation count: 0
  – GRT Overall Usage: 0.07089

Placement
  – Detail Placement HPWL: 4699 um
  – Place WS: -0.7397 ns
  – Post-Place Cells: 430
  – Placed inst area: 2843 um^2
  – I/O Buffers: 49
  – Routability cong.: 0.8619

Power
  – Clock Power Share: 0
  – Net Sw Frac: 0.3806
  – Static Leak: 1.035 nW
  – Combinational share of power: 0.740
  – Cell-internal power: 0.0001104 W
  – Peak VDD IR: 0.06224 mV
  – Power Density: 62.41 nW/um^2
  – Sw Pwr: 0.00006782 W
  – Seq pwr share: 0.260

Status
  – Run status: finished, final reports clean

Clocking
  – Post-CTS Hold Buffers: 0

Worst hold path
  – Worst min path class: input pin to primary output

Run
  – Log Warnings: 44
  – MaxCap Viol Count: 0
==> metal layers <==
metal,vias to the layer above,share of wire,global-route usage
met5,-,0,0
met4,0,0.0012,0.001439
met3,2,0.060,0.01286
met2,43,0.50,0.1219
met1,857,0.43,0.09726
li1,931,-,-
==> tightest hold or removal path, stage by stage <==
cell,delay [ns]
dlymetal6s2s_1,0.19
mux2_4,0.21
a211oi_4,0.06
inv_1,0.05
buf_2,0.08
==> power by group through the flow <==
| stage | registers (W) | clock network [W] | logic, W |
|---|---|---|---|
| 6_report | 0.0000463 | 0 | 0.000132 |
| 4_1_cts | 0.0000462 | 0 | 0.000135 |
| 5_1_grt | 0.0000468 | 0 | 0.000149 |
==> through the flow <==
stage / total power, W / utilization
after CTS: 0.0001811 / 0.2736
after floorplan: 0.0001234 / -
after detailed placement: 0.0001783 / 0.2729
after global placement: 0.0001777 / 0.2729
after global routing: 0.0001954 / 0.2741
final: 0.0001782 / 0.2741
==> logic make-up after synthesis <==
family                     count (synthesis)  synth area share
adders and majority gates                  6           0.03407
other                                      1          0.001702
muxes                                      5           0.05281
xor gates and xnor gates                   1          0.003976
DFF                                       35            0.3907
AOI/OAI and AO/OA                         41            0.1289
buffers and inverters                     41            0.1033
and+or+nand+nor                          115            0.2845
==> area by class of cell <==
class | instances | area [um^2]
fill | 1123 | 7561
inverter | 12 | 47.55
multi-input combinational | 184 | 1185
sequential | 35 | 860.8
tap | 136 | 170.2
timing repair buffer | 63 | 591.8
==> sequential cells by signal, summed over array words and instances, names as in the netlist <==
| signal | cells |
|---|---|
| B_Register.BR_OUT | 4 |
| A_Register.Mem | 4 |
| Instruction_Register.Mem | 4 |
| Random_Access_Memory.Memory | 16 |
| Control.counter | 3 |
| Output_Register.OR_OUT | 4 |
==> path summary, 6_finish.rpt <==
check,from,to,slack (ns),depth (start not counted)
max,PROG,BUS_DEBUG[4],0.04,7
min,MAR_ADDR_PROG[2],BUS_DEBUG[4],1.56,5
==> placed cells by master (no fill, tap or decap), types with 5 or more instances in the layout <==
cell and n:
a211oi_1 6, a21oi_1 13, and2_1 10, buf_4 13, clkdlybuf4s50_1 42, conb_1 16, dfxtp_1 19, edfxtp_1 16
ha_1 6, inv_1 11, nand2_1 19, nand2b_1 8, nand3_1 11, nand3b_1 5, nor2_1 27, nor3_1 6
o21ai_0 6
==> repair_timing <==
| item | 4_1_cts | 5_1_grt |
|---|---|---|
| buffers inserted | 0 | 0 |
| pin swaps | 3 | 0 |
| endpoints found under the hold margin | 0 | 0 |
| endpoints found under the setup margin | 3 | 3 |
| cloned | 0 | 0 |
| gates resized | 27 | 2 |
Power and IR drop assume default switching activity.
